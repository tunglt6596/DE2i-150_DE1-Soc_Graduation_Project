==> ./design.v <==
module div(clk, ena, z, d, q);
	parameter z_width = 48;
	parameter d_width = z_width/2;
	input clk;               
	input ena;               
	input  [z_width-1:0] z;  
	input  [d_width-1:0] d;  
	output [d_width-1:0] q;  
	reg [d_width-1:0] q;
	function [z_width:0] gen_s;
		input [z_width:0] si;
		input [z_width:0] di;
	begin
	  if(si[z_width])
	    gen_s = {si[z_width-1:0], 1'b0} + di;
	  else
	    gen_s = {si[z_width-1:0], 1'b0} - di;
	end
	endfunction
	function [d_width-1:0] gen_q;
		input [d_width-1:0] qi;
		input [z_width:0] si;
	begin
	  gen_q = {qi[d_width-2:0], ~si[z_width]};
	end
	endfunction
	reg [d_width-1:0] q_pipe  [d_width-1:0];
	reg [z_width:0] s_pipe  [d_width:0];
	reg [z_width:0] d_pipe  [d_width:0];
	// synopsys translate_off
	initial
	begin
	  if(d_width !== z_width / 2)
	    $display("div.v parameter error (d_width != z_width/2).");
	end
	// synopsys translate_on
	integer n0, n1, n2, n3;
	always @(d)
	  d_pipe[0] <= {1'b0, d, {(z_width-d_width){1'b0}} };
	always @(posedge clk)
	  if(ena)
	    for(n0=1; n0 <= d_width; n0=n0+1)
	       d_pipe[n0] <= #1 d_pipe[n0-1];
	always @(z)
	  s_pipe[0] <= z;
	always @(posedge clk)
	  if(ena)
	    for(n1=1; n1 <= d_width; n1=n1+1)
	       s_pipe[n1] <= #1 gen_s(s_pipe[n1-1], d_pipe[n1-1]);
	always @(posedge clk)
	  q_pipe[0] <= #1 0;
	always @(posedge clk)
	  if(ena)
	    for(n2=1; n2 < d_width; n2=n2+1)
	       q_pipe[n2] <= #1 gen_q(q_pipe[n2-1], s_pipe[n2]);
	always @(posedge clk)
	  if(ena)
	    q <= #1 gen_q(q_pipe[d_width-1], s_pipe[d_width]);
endmodule
==> ./run.sh <==
#!/bin/bash
# OpenROAD 26Q1-2900-gdf79404cd8, Yosys 0.63+post, stock flow scripts
make -C /OpenROAD-flow-scripts/flow DESIGN_CONFIG=/design/flow/config.mk WORK_HOME=/design/flow/orfs finish
==> ./config.mk <==
export PLATFORM = sky130hd
export DESIGN_NAME = div
export DESIGN_NICKNAME = div
export VERILOG_FILES = /design/flow/design.v
export SDC_FILE = /design/flow/constraint.sdc
export NUM_CORES = 4
export LEC_CHECK = 1
export CORE_UTILIZATION = 50
==> ./constraint.sdc <==
current_design div

set clk_period 12.4
set clk_io_pct 0.2

create_clock -name clk0 -period $clk_period [get_ports {clk}]

set non_clock_inputs [all_inputs -no_clocks]
set_input_delay [expr $clk_period * $clk_io_pct] -clock clk0 $non_clock_inputs
set_output_delay [expr $clk_period * $clk_io_pct] -clock clk0 [all_outputs]
==> metrics.cfg <==
[floorplanning]
die_x_um = 421.9
ios = 98
coreArea_um2 = 174600
row_count = 153
die_h_um = 421.9
fp-utilization_pct = 50.50
die-area_um2 = 178000

[timing]
tns_ns = 0
finalMaxSlewViolations = 0
finalCriticalPeriod_ns = 4.782
period_used_pct = 38.56
relSlewSlack_pct = 36.70
setup-violations-final = 0
hold_viol_final = 0
fin_skew_ns = 0.02481
rsz0062_at_grt = no
worst_pin_slew_ns = 0.9363
timing.fmax_ghz = 0.2091

[placement]
hpwlAfterDp_um = 129900
placed_cells = 9418
globalplace.congestion = 0.9205
portBuffers = 97

[pwr]
power.total_mw = 29.92
peakVddDrop_v = 0.0001740
power_density_nw_per_um2 = 304.1
total_leakage_power_nw = 37.24

[setup_path]
start_kind = primary input
arrival_ns = 5.33
cp-end-kind = flop
cp_data_required_time_ns = 12.95
path_max_fanout = 4
path_class = primary input to flop

[route]
via_count = 54001
wl_um = 176000
drt_first_pass_iters = 5
drc = 0
ant_nets = 0
diodes = 0
viasPerCell = 5.536
wl_per_cell_um = 18.05
drt-initial-drc-count = 3609

[clock_network]
clk_latency_ns = 0.83
cts_max_level = 4
cts_buffer_depth = 3
cts.sink_count = 1704
post_cts_resized = 0
cts_tree = yes
root_buffer = clkbuf_16
cts_setup_buffers = 0
clk_pin_slew_ns = 0.06
postCtsHoldBufs = 0
numCtsBuffers = 182

[synth]
flop_cell = edfxtp_1
ys_top_cells_by_area = edfxtp_1 (58%), ha_1 (8.8%), xor2_1 (5.3%)
numSynthFlops = 1704
top_area_share_pct = 58.04
synth_area_um2 = 88160
yosys_area_um2 = 88160
syn_inst = 7021
yosys.area.top_type = edfxtp_1
yosys_warnings = 5
synth.distinct_cells = 78
synth.avg_cell_area_um2 = 12.56
edf_count = 1704
async_flop_share_pct = 0
yosys_cells = 7021
synth_seq_share_pct = 58.04

[layout]
syn_to_final_growth_pct = 11.59
fillCellCount = 14032
logic_area_um2 = 35740
fin_util_pct = 56.35
regArea_um2 = 51170
fin_cells = 9755
drive_above_1_share_pct = 5.424

[run_status]
outcome = completed

[global_route]
grt_overflow = 0
grt_pass1_vias = 52271
grt_usage_pct = 21.56
grt_first_pass_wirelength_um = 283700
antenna_found_initial = 2
grt_max_degree = 138

[run]
drv_cap = 0
log.warning_count = 60

[worst_hold_path]
hp-class = flop to flop

==> kinds of logic (layout without fill, tap and decap cells) <==
family	Yosys count	in the layout	synth area share, %
adder cells (fa/ha/maj)	643	643	9.322
AND/OR/NAND/NOR	1596	1596	8.656
buffers and inverters	333	742	1.418
flip-flops	1704	1704	58.04
AND-OR/OR-AND	1699	1699	12.10
multiplexers	24	24	0.3066
XOR/XNOR	1022	1022	10.15
==> cells in the final DEF, fill, tap and decap left out, types with 36 or more instances in the layout <==
master,Yosys,final
nor2b_1,51,51
clkdlybuf4s50_1,0,96
nor2_1,606,606
ha_1,620,620
a31oi_1,100,100
nand4_1,47,47
clkbuf_16,0,184
clkinv_2,0,36
a21oi_1,614,614
nor4_1,69,69
a211oi_1,65,65
xnor2_1,493,493
nand2_1,241,241
or3_1,43,43
xor2_1,529,529
edfxtp_1,1704,1704
inv_1,259,259
o21bai_1,78,78
and3_1,44,44
o21ai_0,279,279
nor3_1,214,214
buf_4,0,44
a21o_1,239,239
o21a_1,75,75
nand2b_1,72,72
nand3_1,85,85
==> metal layers <==
metal / GRT usage, % / part of all wire (%)
met5: 0 / 0.014
met4: 4.473 / 2.5
met3: 3.777 / 4.6
met2: 34.01 / 49
met1: 34.48 / 44
==> synth_stat cells, drive strengths merged, types with 100 or more instances <==
library cell and count:
a21o 239, nor2 606, nand2 241, xor2 529, o21ai 290, nor3 214, xnor2 493, a21oi 615
ha 620, a31oi 100, edfxtp 1704, inv 259
==> layout make-up <==
cell class / instances / share of cell area (%)
flip-flops and latches: 1704 / 52.01
repair buffers: 146 / 1.442
clock inverters: 129 / 1.501
well taps: 2325 / 2.957
clock buffers: 208 / 4.772
inverters: 259 / 0.9882
multi-input cells: 4984 / 36.33
==> metrics by stage <==
stage | cell area [um^2] | hold WS [ns] | setup WS, ns
2_1_floorplan | 88160 | 0.4003 | 7.583
3_3_place_gp | 92210 | 0.4002 | 6.854
3_5_place_dp | 92210 | 0.4045 | 6.792
4_1_cts | 98380 | 0.3932 | 7.690
5_1_grt | 98380 | 0.4056 | 7.359
6_report | 98380 | 0.4001 | 7.618
==> flip-flops by register name, summed over array words and instances (netlist names) <==
register	count
s_pipe	852
q	24
q_pipe	276
d_pipe	552
==> path summary, 6_finish.rpt <==
| kind | slack, ns | cells after the start | from | end |
|---|---|---|---|---|
| max | 7.62 | 12 | d[2] | s_pipe[1][48] |
| min | 0.40 | 0 | s_pipe[2][8] | s_pipe[3][9] |
| max reg2reg | 7.70 | 14 | d_pipe[16][26] | s_pipe[17][48] |
| min reg2reg | 0.40 | 0 | s_pipe[2][8] | s_pipe[3][9] |
==> power breakdown <==
group          internal, mW  switching [mW]
combinational          6.61            8.34
sequential             8.76           0.662
clock                  3.28            2.26
total                  18.6            11.3
==> critical path, stage by stage <==
cell and delay [ns]:
clkdlybuf4s50_1 0.47, inv_1 0.05, ha_1 0.33, nor2b_1 0.17, o31a_1 0.28, o221ai_1 0.32
o2111ai_1 0.19, a31o_2 0.23, a21o_1 0.22, a221o_1 0.32, a21oi_1 0.17, xor2_1 0.09
Power and IR drop assume default switching activity.
